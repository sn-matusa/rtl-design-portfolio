File: flow/run.sh
#!/bin/bash
# OpenROAD 26Q1-2900-gdf79404cd8, Yosys 0.63+post, stock flow scripts
make -C /OpenROAD-flow-scripts/flow DESIGN_CONFIG=/design/flow/config.mk WORK_HOME=/design/flow/orfs finish
File: flow/config.mk
export PLATFORM = sky130hd
export DESIGN_NAME = async_fifo_top
export DESIGN_NICKNAME = async_fifo_top
export VERILOG_FILES = /design/flow/design.v
export SDC_FILE = /design/flow/constraint.sdc
export NUM_CORES = 4
export LEC_CHECK = 1
export CORE_UTILIZATION = 50
File: flow/constraint.sdc
current_design async_fifo_top

set clk_period 1.0
set clk_io_pct 0.2

create_clock -name clk0 -period $clk_period [get_ports {rd_clk}]
create_clock -name clk1 -period $clk_period [get_ports {wr_clk}]

set non_clock_inputs [all_inputs -no_clocks]
set_input_delay [expr $clk_period * $clk_io_pct] -clock clk0 $non_clock_inputs
set_output_delay [expr $clk_period * $clk_io_pct] -clock clk0 [all_outputs]
File: flow/design.v
module async_fifo_top #(
    parameter DATA_WIDTH = 8, 		 
    parameter ADDR_WIDTH = 4    	 
)(
    input wr_clk,               	 
    input rd_clk,              	 	 
    input rst_n,               	 	 
    input wrreq,                	 
    input rdreq,                	 
    input  [DATA_WIDTH-1:0] data_in,  	 
    output [DATA_WIDTH-1:0] data_out, 	 
    output wr_full,             	 
    output rd_empty             	 
);
    wire [ADDR_WIDTH:0] wr_ptr_gray, wr_ptr_gray_next;
    wire [ADDR_WIDTH:0] rd_ptr_gray, rd_ptr_gray_sync;
    wire [ADDR_WIDTH:0] wr_ptr_gray_sync;
    wire [ADDR_WIDTH-1:0] wr_addr, rd_addr;
    wire [ADDR_WIDTH:0] wr_ptr_bin, rd_ptr_bin;
    wire wr_en, rd_en;
    wire wr_rst_n, rd_rst_n;
    reset_sync wr_rst_sync (
        .clk(wr_clk),
        .rst_n_in(rst_n),
        .rst_n_out(wr_rst_n)
    );
    reset_sync rd_rst_sync (
        .clk(rd_clk),
        .rst_n_in(rst_n),
        .rst_n_out(rd_rst_n)
    );
    assign wr_en = wrreq & ~wr_full;
    assign rd_en = rdreq & ~rd_empty;
    wr_ptr_handler #(.ADDR_WIDTH(ADDR_WIDTH)) WRPTR (
        .wr_clk(wr_clk),
        .rst_n(wr_rst_n),
        .wr_en(wr_en),
        .wr_addr(wr_addr),
        .wr_ptr_bin(wr_ptr_bin),
        .wr_ptr_gray(wr_ptr_gray),
        .wr_ptr_gray_next(wr_ptr_gray_next)
    );
    rd_ptr_handler #(.ADDR_WIDTH(ADDR_WIDTH)) RDPTR (
        .rd_clk(rd_clk),
        .rst_n(rd_rst_n),
        .rd_en(rd_en),
        .rd_addr(rd_addr),
        .rd_ptr_bin(rd_ptr_bin),
        .rd_ptr_gray(rd_ptr_gray)
    );
    sync_wr2rd #(.ADDR_WIDTH(ADDR_WIDTH)) WR2RD (
        .rd_clk(rd_clk),
        .rst_n(rd_rst_n),
        .wr_ptr_gray(wr_ptr_gray),
        .wr_ptr_gray_sync(wr_ptr_gray_sync)
    );
    sync_rd2wr #(.ADDR_WIDTH(ADDR_WIDTH)) RD2WR (
        .wr_clk(wr_clk),
        .rst_n(wr_rst_n),
        .rd_ptr_gray(rd_ptr_gray),
        .rd_ptr_gray_sync(rd_ptr_gray_sync)
    );
    fifo_full #(.ADDR_WIDTH(ADDR_WIDTH)) FULL (
        .wr_clk(wr_clk),
        .rst_n(wr_rst_n),
        .wr_ptr_gray_next(wr_ptr_gray_next),
        .rd_ptr_gray_sync(rd_ptr_gray_sync),
        .wr_full(wr_full)
    );
    fifo_empty #(.ADDR_WIDTH(ADDR_WIDTH)) EMPTY (
        .rd_clk(rd_clk),
        .rst_n(rd_rst_n),
        .rd_ptr_gray(rd_ptr_gray),
        .wr_ptr_gray_sync(wr_ptr_gray_sync),
        .rd_empty(rd_empty)
    );
    fifo_mem #(
        .DATA_WIDTH(DATA_WIDTH),
        .ADDR_WIDTH(ADDR_WIDTH)
    ) MEM (
        .wr_data(data_in),
        .rd_data(data_out),
        .wr_addr(wr_addr),
        .rd_addr(rd_addr),
        .wr_clk(wr_clk),
        .rd_clk(rd_clk),
        .wr_en(wr_en),
        .rd_en(rd_en)
    );
endmodule
module fifo_empty #(
    parameter ADDR_WIDTH = 4               	 
)(
    input  rd_clk,                         	 
    input  rst_n,                          	 
    input  [ADDR_WIDTH:0] rd_ptr_gray,     	 
    input  [ADDR_WIDTH:0] wr_ptr_gray_sync,	 
    output reg rd_empty                    	 
);
    wire empty_cond = (rd_ptr_gray == wr_ptr_gray_sync);
    always @(posedge rd_clk or negedge rst_n) begin
        if (!rst_n)
            rd_empty <= 1'b1;   
        else
            rd_empty <= empty_cond;
    end
endmodule
module fifo_full #(
    parameter ADDR_WIDTH = 4                 
)(
    input  wr_clk,                           
    input  rst_n,                            
    input  [ADDR_WIDTH:0] wr_ptr_gray_next,  
    input  [ADDR_WIDTH:0] rd_ptr_gray_sync,  
    output reg wr_full                       
);
    wire full_cond = (wr_ptr_gray_next ==
                      {~rd_ptr_gray_sync[ADDR_WIDTH:ADDR_WIDTH-1],
                       rd_ptr_gray_sync[ADDR_WIDTH-2:0]});
    always @(posedge wr_clk or negedge rst_n) begin
        if (!rst_n)
            wr_full <= 1'b0;
        else
            wr_full <= full_cond;
    end
endmodule
module fifo_mem #(
    parameter DATA_WIDTH = 8,                
    parameter ADDR_WIDTH = 4,                
    parameter DEPTH = (1 << ADDR_WIDTH)      
)(
    input  [DATA_WIDTH-1:0] wr_data,         
    input  [ADDR_WIDTH-1:0] wr_addr,         
    input  [ADDR_WIDTH-1:0] rd_addr,         
    input  wr_clk,                           
    input  rd_clk,                           
    input  wr_en,                            
    input  rd_en,                            
    output reg [DATA_WIDTH-1:0] rd_data      
);
    reg [DATA_WIDTH-1:0] fifo [0:DEPTH-1];
    always @(posedge wr_clk) begin
        if (wr_en)
            fifo[wr_addr] <= wr_data;
    end
    always @(posedge rd_clk) begin
        if (rd_en)
            rd_data <= fifo[rd_addr];
    end
endmodule
module rd_ptr_handler #(
    parameter ADDR_WIDTH = 4               
)(
    input  rd_clk,                         
    input  rst_n,                          
    input  rd_en,                          
    output [ADDR_WIDTH-1:0] rd_addr,       
    output reg [ADDR_WIDTH:0] rd_ptr_bin,  
    output [ADDR_WIDTH:0] rd_ptr_gray      
);
    wire [ADDR_WIDTH:0] rd_ptr_bin_next = rd_ptr_bin + rd_en;
    assign rd_ptr_gray = rd_ptr_bin ^ (rd_ptr_bin >> 1);
    assign rd_addr = rd_ptr_bin[ADDR_WIDTH-1:0];
    always @(posedge rd_clk or negedge rst_n) begin
        if (!rst_n)
            rd_ptr_bin <= {(ADDR_WIDTH+1){1'b0}};
        else
            rd_ptr_bin <= rd_ptr_bin_next;
    end
endmodule
module reset_sync (
    input  clk,              
    input  rst_n_in,         
    output reg rst_n_out     
);
    reg sync_ff;   
    always @(posedge clk or negedge rst_n_in) begin
        if (!rst_n_in)
            {rst_n_out, sync_ff} <= 2'b00;     
        else
            {rst_n_out, sync_ff} <= {sync_ff, 1'b1};  
    end
endmodule
module sync_rd2wr #(
    parameter ADDR_WIDTH = 4                	 
)(
    input  wr_clk,                          	 
    input  rst_n,                           	 
    input  [ADDR_WIDTH:0] rd_ptr_gray,      	 
    output reg [ADDR_WIDTH:0] rd_ptr_gray_sync 	 
);
    reg [ADDR_WIDTH:0] rd_ptr_gray_ff;   
    always @(posedge wr_clk or negedge rst_n) begin
        if (!rst_n) begin
            rd_ptr_gray_ff   <= {(ADDR_WIDTH+1){1'b0}};
            rd_ptr_gray_sync <= {(ADDR_WIDTH+1){1'b0}};
        end
        else begin
            rd_ptr_gray_ff   <= rd_ptr_gray;      
            rd_ptr_gray_sync <= rd_ptr_gray_ff;   
        end
    end
endmodule
module sync_wr2rd #(
    parameter ADDR_WIDTH = 4               	 
)(
    input  rd_clk,                        	 
    input  rst_n,                         	 
    input  [ADDR_WIDTH:0] wr_ptr_gray,     	 
    output reg [ADDR_WIDTH:0] wr_ptr_gray_sync 	 
);
    reg [ADDR_WIDTH:0] wr_ptr_gray_ff;   
    always @(posedge rd_clk or negedge rst_n) begin
        if (!rst_n) begin
            wr_ptr_gray_ff   <= {(ADDR_WIDTH+1){1'b0}};
            wr_ptr_gray_sync <= {(ADDR_WIDTH+1){1'b0}};
        end
        else begin
            wr_ptr_gray_ff   <= wr_ptr_gray;      
            wr_ptr_gray_sync <= wr_ptr_gray_ff;   
        end
    end
endmodule
module wr_ptr_handler #(
    parameter ADDR_WIDTH = 4              	 
)(
    input  wr_clk,                        	 
    input  rst_n,                         	 
    input  wr_en,                         	 
    output [ADDR_WIDTH-1:0] wr_addr,      	 
    output reg [ADDR_WIDTH:0] wr_ptr_bin, 	 
    output [ADDR_WIDTH:0] wr_ptr_gray,    	 
    output [ADDR_WIDTH:0] wr_ptr_gray_next	 
);
    wire [ADDR_WIDTH:0] wr_ptr_bin_next = wr_ptr_bin + wr_en;
    assign wr_ptr_gray      = wr_ptr_bin ^ (wr_ptr_bin >> 1);
    assign wr_ptr_gray_next = wr_ptr_bin_next ^ (wr_ptr_bin_next >> 1);
    assign wr_addr = wr_ptr_bin[ADDR_WIDTH-1:0];
    always @(posedge wr_clk or negedge rst_n) begin
        if (!rst_n)
            wr_ptr_bin <= {(ADDR_WIDTH+1){1'b0}};
        else
            wr_ptr_bin <= wr_ptr_bin_next;
    end
endmodule
==> impl_metrics.toml <==
# flow metrics
[worst_setup_path]
arrival_ns = 1.88
crit_end = "MEM.rd_data[3]"
r2r_cells = 6
reg2reg_from = "RDPTR.rd_ptr_bin[0]"
cp-end-kind = "register"
r2r_slack_ns = -0.86
setup.worst_path.start = "RDPTR.rd_ptr_bin[0]"
critPathKind = "reg2reg"
r2r-end = "MEM.rd_data[3]"
cp-start-kind = "register"
cp.required_ns = 1.02
cp_max_fo = 7

[run_status]
status = "finished, violations left"
violations = "negative setup slack"

[detailed_routing]
wl_um = 13300
first_iter_violations = 169
wl_per_cell_um = 22.2
drt_first_pass_iters = 4
post_drt_via_cell_ratio = 5.41
antenna_cells = 0
drc = 0
vias = 3259
ant_nets = 0

[die]
die_y_um = 117
chipArea_mm2 = 0.0138
core_mm2 = 0.0128
initial_utilization_pct = 52.0
die_w_um = 117
io_pins = 23
num_rows = 41

[synthesis]
logic_family = "multiplexers"
numSynthFlops = 172
yosys-stat-cells = 319
synth-main-ff-cell = "edfxtp_1"
netlist_top_cells_area = "edfxtp_1 (61%), dfrtp_1 (13%), mux4_2 (9.1%), ha_1 (2.8%), mux4_1 (2.4%)"
yosys.cell_types.count = 33
yosys_warnings = 8
top_area_cell = "edfxtp_1"
synth_area_per_cell_um2 = 20.8
ys_sh_aoi_pct = 2.15
yosys_area_mm2 = 0.00665
yosysMostFrequentCell = "edfxtp_1"
synth_cells = 319
edf_count = 136
simple_gate_share_pct = 3.35
postSynthSeqShare_pct = 75.0
mux_area_share_pct = 12.6
async_reset_ff_share_pct = 20.9
yosys-top-cells-count = "edfxtp_1 (136), dfrtp_1 (35), mux4_2 (27)"
ys_sh_adder_pct = 2.82
synth_area_mm2 = 0.00665
top_cell_area_share_pct = 61.4
ys_sh_xor_pct = 2.20

[timing]
hold_violations = 0
tns_ns = -65.68
setup_violations = 161
report.final.slew_viol_count = 0
skew_ns = 0.00529
grt_setup_unrepaired = "true"
whs_ns = 0.134
finalWorstSetupSlack_ns = -0.861

[power_and_ir_drop]
power_mw = 27.6
power_leakage_nw = 3.17
powerDensity_mw_per_mm2 = 3130
ir_drop_mv = 1.19

[global_routing]
antenna_found_initial = 0
gr-usage-all-layers_pct = 23.1
grt_first_pass_wirelength_um = 19900
grt-ovfl-total = 0
first_global_vias = 3424
grt_max_degree = 17

[placement]
io_buffers = 21
hpwl_um = 7840
gp_congestion = 0.799

[final_layout]
syn2layout_area_growth_pct = 32.5
fin_util_pct = 69.0
drive_gt1_share_pct = 48.1

[clocking]
cts.sinks = 172
clk_pin_slew_worst_paths_ns = 0.07
cts_tree = "yes"

[min_path]
hold_path.class = "reg2async"

[run]
warning_count = 35
maxCapViolCount = 0
==> critical path, stage by stage, from the launching register on <==
cell      delay, ns
dfrtp_2        0.43
buf_12         0.16
mux4_2         0.52
nor2b_4        0.14
a211oi_2       0.18
buf_4          0.15
a21oi_2        0.03
==> placed cells by master (no fill, tap or decap), types with 2 or more instances in the layout <==
cell               n
buf_6             15
buf_8              3
nor2b_1            2
bufinv_16          2
a21oi_2            3
mux4_2            32
clkbuf_1           3
clkinv_4           2
a211oi_2           6
edfxtp_1         136
buf_4             35
nand2_2            2
nor3_2             2
clkinv_1           5
ha_4              14
a21oi_1            5
inv_6              4
xnor2_1            3
buf_12            13
nand3_1            2
dfrtp_2            6
clkdlybuf4s50_1   11
xnor2_2            2
mux2i_1            7
xor2_1             7
buf_2              4
conb_1             2
and3_4            16
nor2b_4            7
clkbuf_16         22
clkbuf_2           5
dfrtp_1           29
==> logic make-up after synthesis <==
kind of cell    count (synthesis)
compound gates                 21
simple gates                   37
xor+xnor                       15
mux                            40
other cells                     1
fa+ha+maj                      15
flops                         172
buf+inv                        18
==> worst min-delay path by stage <==
stage                          from                  end  slack [ns]  cells after the start
CTS           rd_rst_sync.rst_n_out  RDPTR.rd_ptr_bin[3]        0.14                      0
global route  rd_rst_sync.rst_n_out  RDPTR.rd_ptr_bin[4]        0.16                      0
finish        rd_rst_sync.rst_n_out  RDPTR.rd_ptr_bin[3]        0.13                      0
==> where the power goes <==
part / internal [mW] / switching (mW) / leakage (nW)
clock network: 4.32 / 2.72 / 0.311
logic: 6.08 / 4.50 / 1.21
registers: 9.24 / 0.744 / 1.65
==> sequential cells by signal, summed over array words and instances, names as in the netlist <==
| register | count |
|---|---|
| WR2RD.wr_ptr_gray_ff | 5 |
| FULL.wr_full | 1 |
| MEM.rd_data | 8 |
| RD2WR.rd_ptr_gray_ff | 5 |
| RDPTR.rd_ptr_bin | 5 |
| EMPTY.rd_empty | 1 |
| WRPTR.wr_ptr_bin | 5 |
| wr_rst_sync.sync_ff | 1 |
| MEM.fifo | 128 |
| rd_rst_sync.sync_ff | 1 |
| rd_rst_sync.rst_n_out | 1 |
| WR2RD.wr_ptr_gray_sync | 5 |
| RD2WR.rd_ptr_gray_sync | 5 |
| wr_rst_sync.rst_n_out | 1 |
==> per-layer routing <==
layer / vias to the layer above / track usage, % / wire length (um)
li1: 1470 / - / -
met1: 1641 / 38.4 / 5770
met2: 124 / 32.1 / 5970
met3: 24 / 11.4 / 1290
met4: 0 / 3.63 / 318
met5: - / 0 / 0
==> layout make-up <==
type | count | area (um^2)
sequential | 172 | 4990
fill | 776 | 3960
multi-input combinational | 130 | 1960
timing repair buffer | 89 | 960
clock buffer | 24 | 537
tap | 172 | 215
clock inverter | 11 | 113
inverter | 4 | 32.5
==> metrics by stage <==
stage | cell area, um^2 | worst slack, ns | cells
floorplan | 6820 | -0.879 | 320
global placement | 7700 | -1.07 | 557
detailed placement | 7700 | -1.09 | 557
CTS | 8720 | -0.882 | 602
global route | 8810 | -0.971 | 602
finish | 8810 | -0.861 | 602
==> timing repair <==
item | 4_1_cts | 5_1_grt
setup buffers | 11 | 12
pin swaps | 23 | 21
gates cloned | 2 | 1
hold buffers | 1 | 0
gates resized | 93 | 49
hold endpoints to repair | 2 | 0
setup endpoints to repair | 170 | 170
No activity file was given, so power comes from the tool's default toggle rates.
